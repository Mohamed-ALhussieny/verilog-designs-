$ cat ./config.mk
export PLATFORM = sky130hd
export DESIGN_NAME = pre_adder_sub
export DESIGN_NICKNAME = pre_adder_sub
export VERILOG_FILES = /design/flow/design.v
export SDC_FILE = /design/flow/constraint.sdc
export NUM_CORES = 4
export LEC_CHECK = 1
export CORE_AREA = 10 10 87 87
export DIE_AREA = 0 0 97 97
$ cat ./constraint.sdc
current_design pre_adder_sub

set clk_period 14.9
set clk_io_pct 0.2

create_clock -name clk0 -period $clk_period

set non_clock_inputs [all_inputs -no_clocks]
set_input_delay [expr $clk_period * $clk_io_pct] -clock clk0 $non_clock_inputs
set_output_delay [expr $clk_period * $clk_io_pct] -clock clk0 [all_outputs]
$ cat ./design.v
module pre_adder_sub(in1,in2,out,sel);
input [17:0] in1,in2;
input sel;
output [17:0] out ;
wire [17:0] add,sub;
assign add=in1+in2;
assign sub=in1-in2;
assign out = sel ? sub : add ;
endmodule 
$ cat ./run.sh
#!/bin/bash
# OpenROAD 26Q1-2900-gdf79404cd8, Yosys 0.63+post, stock flow scripts
make -C /OpenROAD-flow-scripts/flow DESIGN_CONFIG=/design/flow/config.mk WORK_HOME=/design/flow/orfs finish
==> results.txt <==
The full implementation flow was run.

Yosys stat counts 170 cells in the synthesized netlist. The period utilization stands at 62.2%. The switching fraction of total power stands at 39.6%. The all-layer global routing usage stands at 7.47%. The path with the worst hold slack has its endpoint at out[0]. The count of endpoints failing hold in the final timing report stands at 0. The number of violations of the max-capacitance limit stands at 0. The post-route worst setup slack stands at 5.64 ns. Per the detail_route report, routed wire per instance is 12.8 microns. The net switching power in the latest report is 0.0424 mW. The data required time of the critical path stands at 11.92 ns.

The design has 0 sequential cells. The overall power consumption stands at 0.107 mW. The placement row count stands at 27. The detailed router finished its first iteration with 32 violations. Per the placement log, port buffering inserted 55 buffers.

In this run the most critical hold path is launched from in1[0]. The arrival time at the worst endpoint stands at 6.28 ns. The final antenna diode count stands at 0.

After routing, the total negative slack on setup checks comes to 0 ns. The fraction of power consumed by sequential logic stands at 0%. The Yosys warning count stands at 0.

The count of instances resized after the clock tree is built stands at 0. Setup repair after global routing left no endpoint under its margin. The wire length recorded after detailed routing is 3740 microns.

The highest achievable clock rate stands at 108 MHz. Routability-driven placement finished with a final weighted congestion of 0.915. Across all layers, the routed design uses 1336 vias. The floorplan utilization stands at 21.6%. The share of total power in the clock network stands at 0%.

After synthesis, the chip area reported by Yosys is 1220 sq um. The fraction of layout instances using a drive strength above 1 stands at 3.18%. The combinational fraction of design power stands at 100.0%. The detailed placement HPWL stands at 3400 microns. The shortest period the worst path allows stands at 9.26 ns. The area of the core region stands at 5640 sq um.

The number of setup buffers added after CTS stands at 0. The register area stands at 0 sq um. Per STA, the startpoint of the critical path is sel.

The worst setup slack before clock tree synthesis stands at 5.63 ns. The area taken by multi-input combinational cells is reported as 1160 sq um. According to the hold report, the worst path is of the input port to output pin type. The number of global-route vias before repair stands at 1363. The largest net degree at the start of global routing stands at 18.

STA classifies the critical path startpoint as an input port. The critical path is of the input port to output pin type. Internal power comes to 0.0648 mW. The report puts the hold buffer count at CTS at 0. The width of the chip stands at 97 microns. The first-pass GRT wire length stands at 6180 microns. The instance tally after logic synthesis stands at 170. The total congestion overflow after global routing stands at 0.

In this run the tightest slew margin relative to its limit is 62.8%. The maximum ir drop on the vdd rail stands at 0.0000229 V. The number of remaining DRC errors stands at 0. The most critical hold endpoint after final layout shows a slack of 6.95 ns. The count of unique library cells instantiated by Yosys stands at 38. The post-synthesis instance area stands at 1220 sq um. The final-layout fill cell count stands at 600. The cell count of the worst hold path stands at 5.

The number of vias per cell after detailed routing stands at 4.58. The area enclosed by the die boundary stands at 9410 sq um. The critical path maximum fanout is 17. The count of nets left with antenna violations once routing finished came out at 0. The layout has 0 clock buffers.

The power per standard cell area stands at 58.2 nW/um^2. The static leakage stands at 0.756 nW. In the Yosys report, the sequential cells make up 0% of the chip area. For the pin with the worst max-slew slack, the measured transition is 0.557 ns. Max-slew check failures listed in the final report amount to 0. The first detailed-routing pass took 4 iterations. The worst setup path is captured at an output pin. The post-synthesis area per instance stands at 7.18 sq um. Setup violations remaining at the end of the flow were counted as 0. The die is 97 microns tall.

The flow ran to the end, and the final reports show no timing, DRC or antenna violations. The initial antenna violation count stands at 0. During I/O placement, the number of pins put on the boundary was 55. The synthesis-to-layout area growth stands at 51.0%. The tool warning count stands at 32.
==> final cells by class <==
class / instances / area share [%]
multi-input combinational: 155 / 63.2
timing repair buffer: 55 / 29.9
tap: 72 / 4.89
inverter: 10 / 2.04
==> worst max path at each step <==
stage / end / cells after the start / slack (ns)
6_report: out[15] / 10 / 5.64
5_1_grt: out[15] / 10 / 5.37
4_1_cts: out[15] / 10 / 5.62
==> stage by stage <==
step / cells / util (%) / instance area [sq um]
after floorplan: 170 / - / 1220
after global placement: 292 / 32.6 / 1840
after detailed placement: 292 / 32.6 / 1840
after CTS: 292 / 32.6 / 1840
after global routing: 292 / 32.6 / 1840
final: 292 / 32.6 / 1840
==> synth_stat cells (3+ instances only) <==
cell type                  instances  share of area, %
sky130_fd_sc_hd__a21o_1            9               5.5
sky130_fd_sc_hd__xnor2_1          24                17
sky130_fd_sc_hd__nor3_1            8               3.3
sky130_fd_sc_hd__nand2_1           5               1.5
sky130_fd_sc_hd__xor2_1            7               5.0
sky130_fd_sc_hd__clkbuf_1          5               1.5
sky130_fd_sc_hd__o21ai_0          12               4.9
sky130_fd_sc_hd__nor2_1           17               5.2
sky130_fd_sc_hd__o21a_1            4               2.5
sky130_fd_sc_hd__inv_1            10               3.1
sky130_fd_sc_hd__a31oi_1           3               1.5
sky130_fd_sc_hd__ha_1             18                18
sky130_fd_sc_hd__a21oi_1          18               7.4
==> worst max-delay path, stage by stage <==
cell	delay, ns
sky130_fd_sc_hd__clkdlybuf4s50_1	0.82
sky130_fd_sc_hd__mux2i_1	0.36
sky130_fd_sc_hd__ha_1	0.28
sky130_fd_sc_hd__nor2b_1	0.14
sky130_fd_sc_hd__nor3_1	0.22
sky130_fd_sc_hd__o21bai_1	0.19
sky130_fd_sc_hd__o41ai_1	0.45
sky130_fd_sc_hd__o41ai_1	0.17
sky130_fd_sc_hd__xor2_1	0.17
sky130_fd_sc_hd__clkdlybuf4s50_1	0.49
==> cell families (layout without fill, tap and decap cells) <==
family	Yosys count	in the layout	share of synthesized area, %
buffers and inverters	15	65	4.62
muxes	1	1	0.821
and+or+nand+nor	42	42	17.0
xor gates and xnor gates	31	31	22.3
adders and majority gates	19	19	20.1
AOI/OAI and AO/OA	62	62	35.2
==> per-layer routing <==
layer | global-route usage [%] | routed length, microns | part of all wire, %
met1 | 9.04 | 1680 | 45
met2 | 13.5 | 1740 | 47
met3 | 2.08 | 310 | 8.3
met4 | 0 | 0 | 0
met5 | 0 | 0 | 0
==> power groups by stage <==
stage / Sequential, mW / Clock [mW] / Combinational (mW)
after CTS: 0 / 0 / 0.109
final: 0 / 0 / 0.107
after global routing: 0 / 0 / 0.120
==> cells in the final DEF (no fill, tap or decap), types with 3 or more instances in the layout <==
master	n
sky130_fd_sc_hd__xor2_1	7
sky130_fd_sc_hd__nor3_1	8
sky130_fd_sc_hd__clkdlybuf4s50_1	55
sky130_fd_sc_hd__nor2_1	17
sky130_fd_sc_hd__o21a_1	4
sky130_fd_sc_hd__a21oi_1	18
sky130_fd_sc_hd__nand2_1	5
sky130_fd_sc_hd__xnor2_1	24
sky130_fd_sc_hd__a31oi_1	3
sky130_fd_sc_hd__inv_1	10
sky130_fd_sc_hd__ha_1	18
sky130_fd_sc_hd__o21ai_0	12
sky130_fd_sc_hd__a21o_1	9
Power and IR drop assume default switching activity.
