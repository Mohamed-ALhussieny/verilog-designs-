===== ./run.sh =====
#!/bin/bash
# OpenROAD 26Q1-2900-gdf79404cd8, Yosys 0.63+post, stock flow scripts
make -C /OpenROAD-flow-scripts/flow DESIGN_CONFIG=/design/flow/config.mk WORK_HOME=/design/flow/orfs finish

===== ./config.mk =====
export PLATFORM = sky130hd
export DESIGN_NAME = post_adder_sub
export DESIGN_NICKNAME = post_adder_sub
export VERILOG_FILES = /design/flow/design.v
export SDC_FILE = /design/flow/constraint.sdc
export NUM_CORES = 4
export LEC_CHECK = 1
export CORE_UTILIZATION = 40

===== ./constraint.sdc =====
current_design post_adder_sub

set clk_period 26.8
set clk_io_pct 0.2

create_clock -name clk0 -period $clk_period

set non_clock_inputs [all_inputs -no_clocks]
set_input_delay [expr $clk_period * $clk_io_pct] -clock clk0 $non_clock_inputs
set_output_delay [expr $clk_period * $clk_io_pct] -clock clk0 [all_outputs]

===== ./design.v =====
module post_adder_sub(in1,in2,out,sel,cin,cout);
input [47:0] in1,in2;
input sel,cin;
output [47:0] out;
output cout;
wire  [48:0] add,sub;
wire [48:0]  out1;
assign add = in1+(in2+cin);
assign sub = in1-(in2+cin);
assign out1 =sel ? sub:add;
assign out=out1[47:0];
assign cout =out1[48]; 
endmodule 

==> results.tsv <==
metric	value	unit
criticalPathCategory	input port to primary output	
met3_length	1280	um
drt-met1-wl	8710	um
comb_power_share	100.0	%
relSlewSlack	49.0	%
first_global_vias	5518	
core	12800	um^2
netlist_area	5340	um^2
vias	6263	
yosys.area.top_type	xnor2_1	
hold_violations	0	
top_area_share	13.3	%
drt-total-wl	17600	um
warning_count	33	
ys_types	74	
ant_nets	0	
yosys.stat.seqShare	0	%
drc_errors	0	
antenna_found_initial	0	
hold_buffers	0	
syn_to_final_growth	28.7	%
seq_area	0	um^2
rsz0062_at_grt	no	
fin_util	53.6	%
setup_violations	0	
area_leaders	xnor2_1 13%, ha_1 12%, xor2_1 8.7%	
n_antenna_cell	0	
ios	147	
p_per_area	27.7	nW/um^2
switching_share	44.5	%
hp-start	in1[0]	
chipWidth	118	um
min_path_cells	5	
place_congestion	0.950	
dr.max_layer_used	met4	
syn_avg_cell_area	6.68	um^2
cp.arrival	12540	ps
finalClockPeriodUsage	66.8	%
fmax	55.9	MHz
yosys_warnings	0	
fp.dieH	118	um
pwr-share-clk	0	%
wire_per_inst	16.2	um
cp-start-kind	input port	
hpwlAfterDp	15000	um
hold_class	input port to primary output	
drive_above_1_share	3.29	%
nFillCells	1273	
startpoint	in2[0]	
final_max_slew_viol_count	0	
drv_cap	0	
fp_util	41.7	%
grt_use_total	25.0	%
grt.overflow.total	0	
irDropWorstVdd	0.0000259	V
fin_cells	1083	
common_cells	81 x xnor2_1, 75 x nor2_1, 71 x a21oi_1, 71 x nand2_1, 53 x xor2_1	
ctsResizeCount	0	
placed_cells	1083	
postCtsSetupBuffers	0	
intPower	0.106	mW
firstDrtPassIters	5	
ys_area	5340	um^2
grt_pass1_wl	28400	um
die_area	13800	um^2
synthCells	800	
ys_cells	800	
leakagePower	2.70	nW
setup_tns	0	ps
grt_max_degree	54	
min_to	out[0]	
critPathCaptureType	primary output	
crit_required	21440	ps
wl_met2	7450	um
port-buffer-count	147	
drtIter0Drc	497	
clkbuf_count	0	
max_slew.worst_pin.slew	759	ps
seqPwrFrac	0	%
nFlopsAndLatches	0	
period_minus_slack	17900	ps
rows	41	
via_per_inst	5.78	
synth.most_common_cell	xnor2_1	
p_sw	0.0848	mW
status	complete, no violations	
critical_path.max_fanout	14	
## metrics by stage
| stage | hold slack [ps] | total power [mW] | instance area (um^2) | worst slack, ps |
|---|---|---|---|---|
| 3_3_place_gp | 11710 | 0.190 | 6880 | 9140 |
| 2_1_floorplan | 10830 | 0.102 | 5340 | 11360 |
| 6_report | 11710 | 0.191 | 6880 | 8900 |
| 4_1_cts | 11720 | 0.191 | 6880 | 8970 |
| 5_1_grt | 11770 | 0.210 | 6880 | 8320 |
| 3_5_place_dp | 11710 | 0.190 | 6880 | 8990 |
## area by class of cell
| class | count | area [um^2] | area share (%) |
|---|---|---|---|
| well taps | 172 | 215 | 3.13 |
| inverters | 19 | 71.3 | 1.04 |
| multi-input cells | 741 | 5090 | 74.1 |
| repair buffers | 151 | 1500 | 21.8 |
## layout by cell type, fill, tap and decap left out, drive strengths merged, types with 27 or more instances in the layout
cell / Yosys / routed
clkdlybuf4s50: 0 / 146
xnor2: 81 / 81
nor2: 76 / 76
nand2: 72 / 72
a21oi: 71 / 71
xor2: 53 / 53
ha: 52 / 52
nand3: 39 / 39
o21ai: 38 / 38
a21o: 36 / 36
nor3: 27 / 27
## critical path: stages
cell	delay, ps
clkdlybuf4s50_1	490
ha_1	150
ha_1	460
nand4_1	320
or4_1	680
nor2_1	170
xnor2_1	200
nor2b_1	220
a41o_1	270
o21a_1	290
o21ai_0	160
xnor2_1	230
ha_1	320
a21oi_1	220
o21ai_0	190
nand2b_1	210
a311o_1	330
a311oi_1	570
o21ai_0	320
a311oi_1	410
o21ai_0	130
xor3_1	380
clkdlybuf4s50_1	460
## worst max path at each step
stage	end	slack (ps)	depth (start not counted)
after CTS	cout	8970	23
after global routing	cout	8320	23
final	cout	8900	23
## routing by layer
layer  up-vias  global-route usage (%)
li1       3179                       -
met1      2821                    39.5
met3        10                    2.32
met5         -                       0
met2       253                    37.9
met4         0                    1.84
## cell families (layout without fill, tap and decap cells)
logic type	after synthesis	in the layout	share of synthesized area, %
compound gates	226	226	27.3
simple gates	320	320	31.6
buf+inv	59	170	4.71
xor+xnor	135	135	22.4
fa+ha+maj	53	53	12.5
mux	7	7	1.47
## power by group through the flow
| stage | logic [mW] | clock network [mW] | registers [mW] |
|---|---|---|---|
| final | 0.191 | 0 | 0 |
| after global routing | 0.210 | 0 | 0 |
| after CTS | 0.191 | 0 | 0 |
Power and IR drop assume default switching activity.
