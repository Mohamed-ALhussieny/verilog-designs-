==> run.sh <==
#!/bin/bash
# OpenROAD 26Q1-2900-gdf79404cd8, Yosys 0.63+post, stock flow scripts
make -C /OpenROAD-flow-scripts/flow DESIGN_CONFIG=/design/flow/config.mk WORK_HOME=/design/flow/orfs finish
==> config.mk <==
export PLATFORM = sky130hd
export DESIGN_NAME = X_Z_mux
export DESIGN_NICKNAME = X_Z_mux
export VERILOG_FILES = /design/flow/design.v
export SDC_FILE = /design/flow/constraint.sdc
export NUM_CORES = 4
export LEC_CHECK = 1
export CORE_AREA = 10 10 86 86
export DIE_AREA = 0 0 96 96
==> constraint.sdc <==
current_design X_Z_mux

set clk_period 4.7
set clk_io_pct 0.2

create_clock -name clk0 -period $clk_period

set non_clock_inputs [all_inputs -no_clocks]
set_input_delay [expr $clk_period * $clk_io_pct] -clock clk0 $non_clock_inputs
set_output_delay [expr $clk_period * $clk_io_pct] -clock clk0 [all_outputs]
==> design.v <==
module X_Z_mux(in0,in1,in2,in3,sel,out);
parameter width_in0=48;
parameter width_in1=48;
parameter width_in2=36;
parameter width_in3=1 ;
parameter width_out=48;
input [width_in0-1:0] in0;
input [width_in1-1:0] in1;
input [width_in2-1:0] in2;
input [width_in3-1:0] in3;
input [1:0] sel;
output reg [width_out-1:0] out ;
always @(*) begin
	case(sel)
  2'b00: out =in0;
  2'b01: out =in1;
  2'b10: out =in2;
  2'b11: out =in3;
	endcase 
end
endmodule 
==> results_dict.tcl <==
# yosys + openroad results
set metrics [dict create \
    rsz0062_at_grt "false" \
    clock_buffers 0 \
    avgSynthCellArea_um2 8.72 \
    n_antenna_cell 0 \
    ir_worst_vdd_mv 0.0418 \
    cts_resized 0 \
    drc 0 \
    critPathCaptureType "output pin" \
    initialDrtViolationCount 19 \
    start_kind "input pin" \
    yosys_cells 111 \
    dpl.hpwl_mm 5.90 \
    grt_pass1_vias 1692 \
    dieHeight_um 96 \
    fill_cells 545 \
    wl_per_cell_um 18.9 \
    grt_pass1_wl_mm 9.39 \
    yosysWarnings 1 \
    postSynthSeqShare 0 \
    max_cap_violations 0 \
    fp-utilization 0.175 \
    grt.total_usage 0.133 \
    maxSlewViolCount 0 \
    logic_area_um2 853 \
    setup_viol 0 \
    grt_max_degree 33 \
    cp_data_required_time_ps 3760 \
    criticalPathCategory "input pin to output pin" \
    cts_setup_buffers 0 \
    arrival_ps 2780 \
    die_area_um2 9220 \
    status "complete, no violations" \
    wirelength_mm 6.69 \
    synthesis.area_um2 968 \
    tns_ps 0 \
    gp_congestion 0.807 \
    ctsHoldBuffers 0 \
    regArea_um2 0 \
    viasPerCell 4.34 \
    fin_util 0.505 \
    min_period_ps 3720 \
    io_buffers 183 \
    grt_antenna_before_repair 0 \
    fin_total_pwr_uw 245 \
    core_um2 5540 \
    fp.dieW_um 96 \
    slew_headroom 0.519 \
    fmax_ghz 0.269 \
    yosysChipArea_um2 968 \
    area_growth_pct 189 \
    flops 0 \
    critPathMaxFanout 27 \
    log.warning_count 32 \
    leakage_nw 1.09 \
    synth_cell_types 9 \
    dr.pass1.iters 4 \
    drive_gt1_frac 0.0283 \
    tightest_slew_ps 722 \
    hold_viol 0 \
    final_area_um2 2800 \
    synthCells 111 \
    fp-row-count 27 \
    powerDensity_nw_per_um2 87.6 \
    place_area_um2 2800 \
    post-route-period-util 0.791 \
    num_vias 1539 \
    min_path_type "input pin to output pin" \
    num_io_pins 183 \
    grt-ovfl-total 0 \
    final_antenna_net_count 0 \
]
-- worst max-delay path, cell delays in order --
cell and delay [ps]:
buf_2 560, buf_4 450, mux2i_1 130, o2bb2ai_1 160, clkdlybuf4s50_1 510
-- layer usage --
layer	up-vias	global-route usage	wire length (µm)
li1	788	-	-
met1	658	0.140	2400
met2	93	0.243	3430
met3	0	0.0692	870
met4	0	0	0
met5	-	0	0
-- synthesized netlist by cell type --
| master | number | area (µm²) |
|---|---|---|
| mux4_2 | 1 | 22.5 |
| o2bb2ai_1 | 35 | 307 |
| mux2i_1 | 47 | 470 |
| nor2b_1 | 1 | 6.26 |
| buf_2 | 6 | 30.0 |
| buf_4 | 7 | 52.6 |
| buf_12 | 1 | 20.0 |
| buf_8 | 1 | 15.0 |
| nor2_1 | 12 | 45.0 |
-- metrics by stage --
step | worst slack, ps | cells | hold slack [ps]
floorplan | 2210 | 111 | 1940
global placement | 998 | 355 | 2730
detailed placement | 947 | 355 | 2730
CTS | 947 | 355 | 2730
global route | 786 | 355 | 2740
finish | 983 | 355 | 2700
-- cell families after synthesis --
kind of cell | Yosys count | share of synthesized area
mux | 48 | 0.509
compound gates | 35 | 0.317
buf+inv | 15 | 0.121
simple gates | 13 | 0.0530
-- placed cells by master, fill, tap and decap left out --
master and instances:
clkdlybuf4s50_1 181, mux2i_1 47, o2bb2ai_1 35, nor2_1 12, buf_4 4, buf_2 2
mux4_2 1, nor2b_2 1
-- report_power, final --
part / total, mW / internal [mW] / switching, mW / leakage [nW]
clock network: 0 / 0 / 0 / 0
logic: 0.245 / 0.183 / 0.0618 / 1.09
registers: 0 / 0 / 0 / 0
-- cell type report --
type | instances | share of cell area
multi-input combinational | 96 | 0.305
tap | 72 | 0.0322
timing repair buffer | 187 | 0.662
-- worst paths after layout --
path	from	endpoint	depth (start not counted)
worst min-delay path	sel[0]	out[11]	3
worst max-delay path	sel[1]	out[26]	5
No activity file was given, so power comes from the tool's default toggle rates.
